==> ./design.v <==
module control_unit (
    input  logic clk,  
    input  logic rst,  
    input  logic stop_flag,  
    input  logic tx_done,  
    output logic reset_pwm,  
    output logic read_enable,  
    output logic ctrl,  
    output logic [3:0] tx_index,  
    output logic tx_start,  
    output logic done  
);
    typedef enum logic [1:0] {
        PRINT1,
        AWAIT,
        CONTROL,
        PRINT2
    } state_t;
    state_t state, next_state;
    logic reset_pwm_n, read_enable_n, ctrl_n;
    logic [3:0] tx_index_n;
    logic tx_start_n, done_n;
    always_ff @(posedge clk or posedge rst) begin
        if (rst) begin
            state        <= PRINT1;
            tx_index     <= 0;
            reset_pwm    <= 0;
            read_enable  <= 0;
            ctrl         <= 0;
            tx_start     <= 0;
            done         <= 0;
        end else begin
            state        <= next_state;
            tx_index     <= tx_index_n;
            reset_pwm    <= reset_pwm_n;
            read_enable  <= read_enable_n;
            ctrl         <= ctrl_n;
            tx_start     <= tx_start_n;
            done         <= done_n;
        end
    end
    always_comb begin
        next_state     = state;
        tx_index_n     = tx_index;
        reset_pwm_n    = 0;
        read_enable_n  = 0;
        ctrl_n         = 0;
        tx_start_n     = 0;
        done_n         = 0;
        case (state)
            PRINT1: begin
                if (!tx_done) begin
                    next_state = PRINT1;
                end else if (tx_index < 6) begin
                    tx_index_n = tx_index + 1;
                    tx_start_n = 1;
                    next_state = PRINT1;
                end else begin
                    tx_index_n = tx_index + 1;
                    done_n     = 1;
                    next_state = AWAIT;
                end
            end
            AWAIT: begin
                if (!stop_flag) begin
                    next_state = AWAIT;
                end else begin
                    read_enable_n = 1;
                    reset_pwm_n   = 1;
                    next_state    = CONTROL;
                end
            end
            CONTROL: begin
                done_n     = 1;
                ctrl_n     = 1;
                tx_start_n = 1;
                next_state = PRINT2;
            end
            PRINT2: begin
                if (!tx_done) begin
                    next_state = PRINT2;
                end else if (tx_index < 15) begin
                    tx_index_n = tx_index + 1;
                    tx_start_n = 1;
                    next_state = PRINT2;
                end else begin
                    tx_index_n = 0;
                    done_n     = 1;
                    tx_start_n = 1;
                    next_state = PRINT1;
                end
            end
        endcase
    end
endmodule
module uart_transmitter_fsm #(
    parameter DATA_BITS = 8,
    parameter STOP_BITS = 1
) (
    input  logic clock,
    input  logic reset,
    input  logic sample_tick,
    input  logic [DATA_BITS-1:0] data_in,
    input  logic start,             
    output logic tx,
    output logic tx_done,
    output logic chg_state
);
    localparam STOP_TICKS = STOP_BITS * 16;
    typedef enum logic [1:0] {
        IDLE,
        START,
        DATA,
        STOP
    } state_uart_t;
    state_uart_t state, next_state;
    logic [DATA_BITS-1:0] shreg, shreg_next;
    logic [3:0] s_counter, s_counter_next;
    logic [3:0] n_counter, n_counter_next;
    logic tx_done_next, chg_state_next;
    logic tx_next;
    always_ff @(posedge clock or posedge reset) begin
        if (reset) begin
            state <= IDLE;
            shreg <= 0;
            s_counter <= 0;
            n_counter <= 0;
            tx <= 1;
            tx_done <= 0;
            chg_state <= 0;
        end else begin
            state <= next_state;
            shreg <= shreg_next;
            s_counter <= s_counter_next;
            n_counter <= n_counter_next;
            tx <= tx_next;
            tx_done <= tx_done_next;
            chg_state <= chg_state_next;
        end
    end
    always_comb begin
        next_state = state;
        shreg_next = shreg;
        s_counter_next = s_counter;
        n_counter_next = n_counter;
        tx_next = tx;
        tx_done_next = 0;
        chg_state_next = 0;
        case (state)
        IDLE: begin
            tx_next = 1;
            if (start) begin
                shreg_next = data_in;
                next_state = START;
                s_counter_next = 0;
                chg_state_next = 1;
            end
        end
        START: begin
            tx_next = 0;
            if (sample_tick) begin
                if (s_counter == 15) begin
                    next_state = DATA;
                    s_counter_next = 0;
                    n_counter_next = 0;
                    chg_state_next = 1;
                end else
                    s_counter_next = s_counter + 1;
            end
        end
        DATA: begin
            tx_next = shreg[0];
            if (sample_tick) begin
                if (s_counter == 15) begin
                    s_counter_next = 0;
                    shreg_next = {1'b0, shreg[DATA_BITS-1:1]};
                    if (n_counter == DATA_BITS-1) begin
                        next_state = STOP;
                        chg_state_next = 1;
                    end else
                        n_counter_next = n_counter + 1;
                end else
                    s_counter_next = s_counter + 1;
            end
        end
        STOP: begin
            tx_next = 1;
            if (sample_tick) begin
                if (s_counter == STOP_TICKS - 1) begin
                    tx_done_next = 1;
                    next_state = IDLE;
                    s_counter_next = 0;
                    chg_state_next = 1;
                end else
                    s_counter_next = s_counter + 1;
            end
        end
        endcase
    end
endmodule
==> ./run.sh <==
#!/bin/bash
# OpenROAD 26Q1-2900-gdf79404cd8, Yosys 0.63+post, stock flow scripts
make -C /OpenROAD-flow-scripts/flow DESIGN_CONFIG=/design/flow/config.mk WORK_HOME=/design/flow/orfs finish
==> ./config.mk <==
export PLATFORM = sky130hd
export DESIGN_NAME = control_unit
export DESIGN_NICKNAME = control_unit
export VERILOG_FILES = /design/flow/design.v
export SDC_FILE = /design/flow/constraint.sdc
export NUM_CORES = 4
export LEC_CHECK = 1
export CORE_AREA = 10 10 79 79
export DIE_AREA = 0 0 89 89
export SYNTH_HDL_FRONTEND = slang
==> ./constraint.sdc <==
current_design control_unit

set clk_period 2.1
set clk_io_pct 0.2

create_clock -name clk0 -period $clk_period [get_ports {clk}]

set non_clock_inputs [all_inputs -no_clocks]
set_input_delay [expr $clk_period * $clk_io_pct] -clock clk0 $non_clock_inputs
set_output_delay [expr $clk_period * $clk_io_pct] -clock clk0 [all_outputs]
==> Slide: Implementation Results <==
Key Metrics from the Run

Status
  • Status: completed

Clocking
  • H-tree Lvls: 1
  • Clock transition at the registers of the reported paths: 50 ps
  • Clock tree buffer depth: 2
  • Setup Fix Bufs, Post-CTS: 0
  • CTS sink cnt: 11
  • CTS Buf Count: 3
  • Gates resized, CTS repair: 0
  • CTS Root Cell: clkbuf_8
  • Hold_buf cts: 0
  • CTS tree: done
  • Clk latency late pin: 230 ps

Die
  • DIE WIDTH: 89 um
  • # IOs: 13
  • Fp_density: 10.26%
  • Die Size: 0.007921 mm2
  • FP Rows: 25
  • Die Span Y: 89 um
  • Core Region: 0.004661 mm2

Synth
  • Mapped cell area: 478.0 um2
  • Yosys warning tally: 0
  • Yosys cell types: 21
  • Syn Inst Count: 47
  • Synthesized area per cell: 10.17 um2
  • Synth async-reset ratio: 100.0%
  • Post-synth regs: 11
  • Chip Area, Yosys: 478.0 um2
  • Post-synth top area cell: dfrtp_1
  • Seq share, synth: 57.85%
  • Count leader, synth: dfrtp_1
  • Main flop type: dfrtp_1
  • Number of enable flip-flop cells: 0
  • Most common library cells after synthesis: dfrtp_1 (10), nand2_1 (9), inv_1 (3), nand3_1 (3), o21ai_0 (3)
  • Post-synth area hogs: dfrtp_1 (52%), nand2_1 (7.1%), dfstp_2 (5.5%), nand3_1 (3.1%), o21ai_0 (3.1%)
  • Yosys top cell area share: 52.36%
  • Yosys Instances: 47

Setup path
  • CP max stage delay: 530 ps
  • Cell family with most CP delay: buffers and inverters
  • Worst path bufs/invs: 1
  • Critical Path Slowest Stage Cell: clkdlybuf4s50_1
  • Startpoint Class: flop
  • Max FO, Critical Path: 6
  • Cells along the critical path: clkdlybuf4s50_1
  • Critical path class: reg2out
  • Crit end category: primary output
  • Worst Path Required: 1680 ps
  • WP data arrival: 1200 ps

Place
  • Hpwl dp: 933.8 um
  • Port buffer count: 12
  • Inst Count DP: 111
  • Place WS: 378.4 ps
  • RD Place Congestion: 0.8939

STA
  • Final setup skew: 1.138 ps
  • Fin. Hold Viols: 0
  • Setup violators final: 0
  • Fmax: 615.7 MHz
  • Final slew viol count: 0
  • RSZ-0062 raised after global routing: false
  • Setup WS post-layout: 475.8 ps
  • Period utilization: 77.34%
  • Slew headroom: 72.22%
  • Fin crit period: 1624 ps
  • Worst slew pin tran: 416.3 ps
  • Setup Total Neg Slack: 0 ps

Drt
  • Initial DRT Pass Iterations: 2
  • Via count: 379
  • Detail Route Antenna Nets: 0
  • Detailed Route Iter0 Violations: 7
  • Wirelength, routed: 1.116 mm
  • Routed vias/inst: 3.296
  • Antenna fix cells: 0
  • DRC viols: 0
  • DR WL/cell: 9.704 um

Flow run
  • Max Cap Violations: 0
  • Count of tool warnings: 25

Power and ir drop
  • Reg power frac: 44.1%
  • Logic gate share of total power: 30.3%
  • Int Pwr: 556.8 uW
  • VDD IR max: 0.3028 mV
  • Sw Pwr: 243.4 uW
  • Clock Power Share: 25.5%
  • Switching part of the total: 30.42%
  • Static leakage: 0.0002966 uW
  • Overall power: 800.1 uW
  • PwrDens: 1146 mW/mm2

Final layout
  • Non-filler cells, final: 115
  • Layout cells sized above 1: 13.11%
  • Area Overhead vs Synth: 46.07%
  • Fillers: 497

Global route
  • Largest net degree at the start of global routing: 12
  • First-pass GRT wire length: 1.842 mm
  • Vias in the first global route: 383
  • Initial antenna violation count: 0
  • Global-route usage over all layers: 3.012%
  • Global route total overflow: 0

Hold path
  • Hold Crit Class: in2async
logic make-up after synthesis:
family / synth area share (%)
AOI/OAI and AO/OA: 17.80
xor gates and xnor gates: 1.833
adders and majority gates: 2.617
buffers and inverters: 4.973
DFF: 57.85
and+or+nand+nor: 14.92
state kept, by name, summed over array words and instances (netlist names):
signal    flops
tx_index      4
ctrl          1
done          1
state         4
tx_start      1
metal layers:
| layer | GRT usage [%] | vias up | wire [um] |
|---|---|---|---|
| met2 | 5.718 | 6 | 650 |
| met1 | 2.971 | 185 | 390 |
| met5 | 0 | - | 0 |
| met4 | 0.2890 | 0 | 0 |
| met3 | 1.469 | 0 | 75 |
| li1 | - | 188 | - |
through the flow:
step	area, um2	util, %	hold slack (ps)
2_1_floorplan	478.0	-	271.7
3_3_place_gp	653.1	14.01	472.6
3_5_place_dp	653.1	14.01	472.2
4_1_cts	698.2	14.98	483.4
5_1_grt	698.2	14.98	510.8
6_report	698.2	14.98	476.6
area by class of cell:
cell class | count | area (um2) | area share [%]
Timing Repair Buffer | 12 | 120.1 | 17.20
Tap cell | 54 | 67.56 | 9.677
Clock buffer | 4 | 45.04 | 6.452
Multi-Input combinational cell | 31 | 177.7 | 25.45
Inverter | 3 | 11.26 | 1.613
Sequential cell | 11 | 276.5 | 39.61
power by group through the flow:
stage | clock network (uW) | logic (uW) | registers (uW)
finish | 204 | 243 | 353
global route | 224 | 279 | 367
CTS | 211 | 256 | 352
final timing paths:
path	from	to	slack, ps	cells past startpoint
min reg2reg	state[1]$_DFF_PP0_	ctrl$_DFF_PP0_	480	0
max	tx_index[2]$_DFFE_PP0P_	tx_index[2]	480	1
max reg2reg	tx_index[0]$_DFFE_PP0P_	done$_DFF_PP0_	880	4
max in group asynchronous	rst	state[0]$_DFF_PP1_	1300	2
min	rst	ctrl$_DFF_PP0_	480	2
min in group clk0	state[1]$_DFF_PP0_	ctrl$_DFF_PP0_	480	0
cell usage in the layout, fill, tap and decap left out, drive strengths merged, types with 2 or more instances in the layout:
cell type,instances
inv,3
a21oi,2
a21o,3
dfrtp,10
o21ai,6
clkbuf,4
clkdlybuf4s50,12
nand2,9
nand3,3
Power figures rest on the tool's default switching activity, not on a simulated workload.
