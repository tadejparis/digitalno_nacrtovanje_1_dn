==> /design/flow/design.v <==
module baud_rate_generator #(
    parameter integer BAUD_DIV = 10416
)(
    input  logic clock,
    input  logic reset,
    output logic baud_tick
);
    integer cnt;
    always_ff @(posedge clock) begin
        if (reset) begin
            cnt <= 0;
        end else if (cnt == BAUD_DIV-1) begin
            cnt <= 0;
        end else begin
            cnt <= cnt + 1;
        end
    end
    assign baud_tick = (cnt == BAUD_DIV-1);
endmodule
module uart_receiver #(
    parameter integer DBITS = 8,
    parameter integer SBITS = 1
)(
    input  logic clock,
    input  logic reset,
    input  logic rx,
    output logic [DBITS-1:0] data_out,
    output logic rx_done
);
    localparam integer BAUD_DIV  = 10416;
    localparam integer HALF_BAUD = BAUD_DIV/2;
    typedef enum logic [1:0] {
        IDLE,
        START,
        DATA,
        STOP
    } state_t;
    state_t state;
    integer baud_cnt;
    integer bit_cnt;
    logic [DBITS-1:0] shift_reg;
    always_ff @(posedge clock) begin
        if (reset) begin
            state     <= IDLE;
            baud_cnt  <= 0;
            bit_cnt   <= 0;
            shift_reg <= 0;
            data_out  <= 0;
            rx_done   <= 0;
        end else begin
            rx_done <= 1'b0;
            case (state)
                IDLE: begin
                    if (rx == 1'b0) begin
                        state    <= START;
                        baud_cnt <= 0;
                    end
                end
                START: begin
                    if (baud_cnt == HALF_BAUD-1) begin
                        if (rx == 1'b0) begin
                            state    <= DATA;
                            baud_cnt <= 0;
                            bit_cnt  <= 0;
                        end else begin
                            state <= IDLE;   
                        end
                    end else begin
                        baud_cnt <= baud_cnt + 1;
                    end
                end
                DATA: begin
                    if (baud_cnt == BAUD_DIV-1) begin
                        baud_cnt <= 0;
                        shift_reg <= {rx, shift_reg[DBITS-1:1]};
                        if (bit_cnt == DBITS-1) begin
                            state <= STOP;
                        end else begin
                            bit_cnt <= bit_cnt + 1;
                        end
                    end else begin
                        baud_cnt <= baud_cnt + 1;
                    end
                end
                STOP: begin
                    if (baud_cnt == BAUD_DIV-1) begin
                        baud_cnt <= 0;
                        data_out <= shift_reg;
                        rx_done  <= 1'b1;
                        state    <= IDLE;
                    end else begin
                        baud_cnt <= baud_cnt + 1;
                    end
                end
            endcase
        end
    end
endmodule
module top(
    input  logic       clock,
    input  logic       reset,
    input  logic       rx,
    output logic [7:0] message,
    output logic       rx_done,
    output logic       lucka
);
    always_ff @(posedge rx_done) begin
        lucka <= ~lucka;
    end
    uart_receiver uart_inst (
        .clock(clock),
        .reset(reset),
        .rx(rx),
        .data_out(message),
        .rx_done(rx_done)
    );
endmodule
==> /design/flow/run.sh <==
#!/bin/bash
# OpenROAD 26Q1-2900-gdf79404cd8, Yosys 0.63+post, stock flow scripts
make -C /OpenROAD-flow-scripts/flow DESIGN_CONFIG=/design/flow/config.mk WORK_HOME=/design/flow/orfs finish
==> /design/flow/config.mk <==
export PLATFORM = sky130hd
export DESIGN_NAME = top
export DESIGN_NICKNAME = top
export VERILOG_FILES = /design/flow/design.v
export SDC_FILE = /design/flow/constraint.sdc
export NUM_CORES = 4
export LEC_CHECK = 1
export CORE_UTILIZATION = 30
export SYNTH_HDL_FRONTEND = slang
==> /design/flow/constraint.sdc <==
current_design top

set clk_period 4.5
set clk_io_pct 0.2

create_clock -name clk0 -period $clk_period [get_ports {clock}]

set non_clock_inputs [all_inputs -no_clocks]
set_input_delay [expr $clk_period * $clk_io_pct] -clock clk0 $non_clock_inputs
set_output_delay [expr $clk_period * $clk_io_pct] -clock clk0 [all_outputs]
==> run_results.csv <==
group,metric,value,unit
run,maxCapViolCount,0,
drt,post_drt_wl_per_cell,13.98,µm
die,fp_util,0.3084,
status,status,"finished clean",
synth,ys_cells,517,
drt,route.detailed.drc,0,
final_timing,setup_tns,0,ps
cells_and_area,reg_top3,"uart_inst.baud_cnt (32), uart_inst.bit_cnt (32)",
global_routing,grtUsageMet3,0.02242,
placement,port_buffers,12,
pwr,vdd_ir_drop_max,0.2419,mV
drt,diodes,0,
final_timing,period_used_share,0.6552,
clocking,cts_tree,"built",
synth,netlist_instances,517,
cells_and_area,syn_to_final_growth,12.75,%
drt,vias,3909,
global_routing,grt-ovfl-total,0,
min_path,hp-class,"reg -> reg",
final_timing,min_period,2948,ps
pwr,powerDensity,322.9,nW/µm²
die,core-area,13930,µm²
synth,ys.flops,86,
global_routing,first_global_vias,3389,
global_routing,antenna_found_initial,0,
die,chipWidth,121.7,µm
synth,ys_seq_frac,0.4006,
clocking,ctsResizeCount,0,
critical_path,crit_fanout,52,
final_timing,hold_viol,0,
global_routing,grt_max_degree,53,
drt,drt_iter0_drc,289,
critical_path,crit_required,4770,ps
drt,ant_nets,0,
clocking,cts_made_buffers,9,
drt,first_pass_iters,5,
drt,wirelength,9.773,mm
clocking,ctsHtreeMaxLevel,3,
clocking,post_cts_buffers,0,
final_timing,finalSetupViolations,0,
synth,ys.flop_type,"dfxtp_1",
die,die_area,14810,µm²
synth,edf_count,0,
synth,synth.avg_cell_area,8.313,µm²
clocking,ctsHoldBuffers,0,
placement,dp_hpwl,6.196,mm
clocking,path_clk_slew,60,ps
clocking,cts_buffer_depth,2,
final_timing,clock_skew,9.031,ps
global_routing,track_usage,0.1382,
die,rows,43,
clocking,clock-root-buffer,"clkbuf_16",
final_timing,untimed_endpoints,2,
global_routing,gr-usage-met1,0.2172,
final_timing,fmax,339.2,MHz
critical_path,cp.arrival,3220,ps
placement,place_area,4548,µm²
synth,synth_cell_types,49,
global_routing,grt_busiest_layer,"met1",
global_routing,grt_pass1_wl,16.62,mm
run,warnings,25,
global_routing,met2_usage,0.2102,
critical_path,end_kind,"flop",
final_timing,worstMarginPinSlew,811.5,ps
final_timing,slew_headroom,0.4590,
final_timing,grt_setup_unrepaired,"false",
drt,drt-vias-per-instance,5.592,
cells_and_area,final_cell_area,4846,µm²
die,dieHeight,121.7,µm
synth,yosysWarningCount,0,
critical_path,crit_type,"reg -> reg",
synth,synth_chip_area,4298,µm²
synth,netlist_area,4298,µm²
placement,gp_congestion,0.8258,
clocking,worstSkewPairLatency,340,ps
cells_and_area,drive_above_1_share,0.06551,
final_timing,drv_slew,0,
final_timing,unclocked_regs,1,
critical_path,start_kind,"flop",
pwr,leakagePower,1.688,nW
synth,async_reset_ff_frac,0,
die,ios,13,
-- synthesized netlist by cell type (9+ instances only) --
library cell  count  area, µm²
nor4_1           12      75.07
nor2_1           23      86.33
o31ai_1          12      90.09
or4_1            19      142.6
nor3_1           14      70.07
nand3_1          35      175.2
a31oi_1          15      93.84
o21ai_0          15      75.07
mux2i_1          13      130.1
a211oi_1          9      67.56
dfxtp_1          86       1722
nand4_1          15      93.84
a21oi_1          44      220.2
and3_1           18      112.6
or3_1            18      112.6
nand2_1          57      214.0
clkbuf_1         26      97.59
-- critical path: stages, from the launching register on --
cell and delay [ps]:
dfxtp_1 350, nor4_1 650, nand4_1 250, or4_4 520
a22o_4 400, or4_1 550, a21oi_1 160
-- layout make-up --
| class | instances | area (µm²) |
|---|---|---|
| fillers | 1383 | 9089 |
| multi-input cells | 393 | 2421 |
| flip-flops and latches | 86 | 1722 |
| clock buffers | 10 | 229.0 |
| well taps | 180 | 225.2 |
| repair buffers | 16 | 150.1 |
| clock inverters | 6 | 68.82 |
| inverters | 8 | 30.03 |
-- metrics by stage --
stage | worst slack [ps] | cells | hold WS [ps] | power (W) | utilization
5_1_grt | 1278 | 699 | 496.0 | 0.001616 | 0.3478
3_5_place_dp | 1293 | 683 | 453.6 | 0.0008311 | 0.3264
4_1_cts | 1581 | 699 | 471.2 | 0.001578 | 0.3478
2_1_floorplan | 1988 | 517 | 425.9 | 0.0008143 | -
6_report | 1552 | 699 | 467.5 | 0.001565 | 0.3478
3_3_place_gp | 1332 | 683 | 453.5 | 0.0008306 | 0.3264
-- placed cells by master (no fill, tap or decap), types with 2 or more instances in the layout --
cell type / n
dfxtp_1: 86
nand2_1: 57
a21oi_1: 44
nand3_1: 35
nor2_1: 23
or4_1: 19
and3_1: 18
or3_1: 18
nand4_1: 15
a31oi_1: 15
o21ai_0: 14
nor3_1: 14
mux2i_1: 13
nor4_1: 12
o31ai_1: 12
clkdlybuf4s50_1: 12
a211oi_1: 9
clkbuf_16: 9
and4_1: 8
inv_1: 8
a22o_1: 8
o211a_1: 7
o21a_1: 6
and2_1: 5
a41oi_1: 5
or2_2: 5
o211ai_1: 4
buf_4: 4
nor4_2: 3
nor2b_1: 3
inv_6: 3
a311oi_1: 2
ha_1: 2
-- power by group --
group | internal (W) | switching (W) | leakage, nW | total [W]
combinational | 0.0000152 | 0.0000434 | 0.851 | 0.0000586
sequential | 0.000754 | 0.00000202 | 0.693 | 0.000756
clock | 0.000435 | 0.000315 | 0.144 | 0.000750
total | 0.00120 | 0.000360 | 1.69 | 0.00156
-- layer usage --
layer  up-vias  part of all wire  wire, µm
li1       1982                 -         -
met1      1866              0.51      5024
met2        53              0.44      4341
met3         8             0.034       331
met4         0            0.0078        76
met5         -                 0         0
-- final timing paths --
check,start,to,slack [ps],cells after the start
setup / recovery,uart_inst.baud_cnt[21],uart_inst.bit_cnt[26],1550,6
hold / removal,uart_inst.state[0],uart_inst.state[2],470,2
setup reg to reg,uart_inst.baud_cnt[21],uart_inst.bit_cnt[26],1550,6
hold reg to reg,uart_inst.state[0],uart_inst.state[2],470,2
-- logic make-up after synthesis --
kind of cell | synth area share
buf+inv | 0.03697
simple gates | 0.3173
mux | 0.03028
flops | 0.4006
compound gates | 0.2090
fa+ha+maj | 0.005821
Power is estimated from default activity; no workload was simulated.
